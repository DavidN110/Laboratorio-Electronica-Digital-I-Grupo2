--- ./design.v ---
module clock_divider (
  input clk_in,
  output reg clk_out = 0
);
parameter SIZE = 26; 
parameter LIMIT = 26'd50000000;  
reg [SIZE-1:0] count = 0;
always@(posedge clk_in)
begin
  if(count == LIMIT)
  begin
    count <= 0;
    clk_out <= ~clk_out;
  end
  else
  begin
    count <= count + 1;
  end
end
endmodule
--- ./run.sh ---
#!/bin/bash
# OpenROAD 26Q1-2900-gdf79404cd8, Yosys 0.63+post, stock flow scripts
make -C /OpenROAD-flow-scripts/flow DESIGN_CONFIG=/design/flow/config.mk WORK_HOME=/design/flow/orfs finish
--- ./config.mk ---
export PLATFORM = sky130hd
export DESIGN_NAME = clock_divider
export DESIGN_NICKNAME = clock_divider
export VERILOG_FILES = /design/flow/design.v
export SDC_FILE = /design/flow/constraint.sdc
export NUM_CORES = 4
export LEC_CHECK = 1
export CORE_AREA = 10 10 112 112
export DIE_AREA = 0 0 122 122
--- ./constraint.sdc ---
current_design clock_divider

set clk_period 4.1
set clk_io_pct 0.2

create_clock -name clk0 -period $clk_period [get_ports {clk_in}]

set non_clock_inputs [all_inputs -no_clocks]
set_input_delay [expr $clk_period * $clk_io_pct] -clock clk0 $non_clock_inputs
set_output_delay [expr $clk_period * $clk_io_pct] -clock clk0 [all_outputs]
==> results.txt <==
This note records the results obtained with Yosys and OpenROAD.

Run status
The flow ran to the end, and the final reports show no timing, DRC or antenna violations.

Layout
The tally of filler cells in the layout is between 1000 and 1500. In this run the layout overhead on the synthesized area is reported as 19.1%. The non-filler instance count after layout is ~260. The core occupancy in the finished layout is approximately 14%.

The fraction of final layout cells with drive strength greater than 1 is between 10% and 20%.

Synth
By area the synthesized netlist is led by sky130_fd_sc_hd__dfxtp_1 (43%), sky130_fd_sc_hd__xnor2_1 (8.8%), sky130_fd_sc_hd__nor2_1 (4.4%). After synthesis the netlist holds a flip-flop and latch count of 27. The instance count of the mapped netlist is 120. According to the Yosys statistics, the synthesized design has a chip area of about 1200 sq um. In the Yosys stats the netlist draws on 33 distinct library cells. The adder and majority gate portion of the synthesized area is under 10%.

Per the synthesis report, the AND-OR/OR-AND share of the synthesized area is 2.61%. The cell area after synthesis is around 1200 sq um. The cell-mix breakdown from Yosys lists the XOR/XNOR area share as a little over an eighth.

Sequential cells were found to cover a little under half of the synthesized design area. Of the post-synthesis cell area, the dominant cell type holds a little over two fifths. The synthesized area divided by synthesized cell count is ~10 sq um. The count of warnings emitted by yosys is 1. The top logic cell family in the synthesized netlist is simple AND/OR/NAND/NOR gates. Measured against the total synthesized area, the mux share comes to between 1.5 and 2%. In this run, the synthesized area fraction spent on and/or/nand/nor cells is recorded as approximately a third.

The cell type that accounts for the most area after synthesis is sky130_fd_sc_hd__dfxtp_1. Yosys stat counts 120 cells in the synthesized netlist.

Worst setup path
The kind of end point of the critical path is a register. For reference, the critical path cell chain is nand2_1, or3_1, nor4b_2, buf_4, nand3b_1, o21ai_0. On the critical path, the stage with the largest delay is an instance of sky130_fd_sc_hd__or3_1. The highest fanout seen on the critical path is 13. STA classifies the critical path startpoint as a register. On the worst path, the slowest cell contributes a delay of between 400 and 500 ps. STA puts the critical path data required time at 4260 ps. For reference, the most critical setup path is categorized as reg2reg. Per the post-run analysis, buffers plus inverters along the critical path come to 1. The kind of cell with the highest combined delay along the critical path is simple AND/OR/NAND/NOR gates. The critical path data arrival time is between 2000 and 2500 ps.

Run
The max-capacitance violation count is 0. The stage logs contain a warning count of 27.

CTS
The H-tree depth is 1. In this run the clock root is driven by a sky130_fd_sc_hd__clkbuf_8. The number of setup buffers added after CTS is 0. Hold repair after CTS inserted 0 buffers. On the worst setup and hold paths after CTS, the clock-pin slew comes to about 90 ps. The post-CTS resize count is 0. The TritonCTS sink count is 27. The clock insertion delay at the later pin of the skew report is roughly 270 ps.

The clock tree from TritonCTS is built. The maximum number of buffers from clock root to sink is 2. The number of buffers inserted during clock tree synthesis is 3.

Placed design
The final weighted congestion recorded by global placement is about 0.8. The placed instance count is 257. The worst setup timing slack at the placement stage is 2140 ps.

Input and output buffers added on the ports amount to 1. The estimated wirelength of the detail-placed design is between 1 and 1.5 mm.

Floorplan
Before placement the cells fill between 10% and 20% of the core. 2 I/O pins were placed. The height of the die is approximately 120 um. The area of the die is ~15000 sq um. The region available for standard cell placement spans around 10000 sq um. In this run the core area contains 37 standard-cell rows. The die boundary width is ~120 um.

Global route
The initial antenna violation count is 0. Global routing used 2.80% of the available tracks. The first-pass GRT wire length is 3.50 mm. Entering global routing, the biggest net connects 16 pins. The via count of the first global-routing pass came to 729. For this run the aggregate overflow at the end of global routing stands at 0.

Final timing
After layout, the worst setup slack is 2150 ps. The slew check shows that the tightest pin keeps a relative margin of 73.3%. The slew at the pin closest to its max-slew limit is approximately 400 ps. Clock skew on the completed layout was measured at about 5.5 ps. For the final routed database, the setup TNS stands at 0 ps. Setup repair after global routing left no endpoint under its margin.

In the final report, the number of pins over their slew limit comes to 0. The final critical-path required period is around 2000 ps. For this run, the top clock speed supported by timing is 0.512 GHz. Setup violations remaining at the end of the flow were counted as 0.

The hold violation count in the final report is 0. The fraction of the cycle the final worst path needs is a little under half.

Routing
In this run the remaining antenna-violating nets after routing total 0. The script logs the mean routed wire length per placed instance as 7.21 um. The first-iteration detailed-routing DRC count is 30. The number of design rule violations left after detail routing is 0. The diode insertion count for antenna repair is 0.

The routed layout has about 800 vias. The detailed-router iteration count before antenna repair is 4. The routed wire length is ~1.9 mm. The routed via count divided by cell count is around 3.0.

Pwr
The maximum ir drop on the vdd rail is roughly 0.11 mV. The final power report lists total power as roughly 410 uW. The flow reported a cell area power density of approximately 290 nW/um^2.

The leakage power summed over all cells is approximately 0.00048 uW.

Min path
Note that the worst hold path type here is reg2reg.
==> registers in the layout, indices dropped and copies added, names as in the netlist <==
register	count
clk_out	1
count	26
==> final timing paths <==
check | startpoint | end | slack, ps | depth (start not counted)
min | count[23] | count[23] | 470 | 1
min reg2reg | count[23] | count[23] | 470 | 1
max | count[19] | count[20] | 2150 | 6
max reg2reg | count[19] | count[20] | 2150 | 6
==> stage by stage <==
step	instance area [sq um]	hold slack, ps
after floorplan	1200	438
after global placement	1380	449
after detailed placement	1380	464
after CTS	1430	476
after global routing	1430	497
final	1430	473
==> Yosys cell counts <==
library cell and number:
sky130_fd_sc_hd__nand2_1 8, sky130_fd_sc_hd__inv_1 7, sky130_fd_sc_hd__ha_1 2, sky130_fd_sc_hd__nor3_1 1, sky130_fd_sc_hd__and3_1 4, sky130_fd_sc_hd__nor2_1 14, sky130_fd_sc_hd__nand4_4 1, sky130_fd_sc_hd__o21ai_0 3
sky130_fd_sc_hd__xnor2_1 12, sky130_fd_sc_hd__or3_1 1, sky130_fd_sc_hd__buf_2 1, sky130_fd_sc_hd__mux2i_1 2, sky130_fd_sc_hd__and4_1 1, sky130_fd_sc_hd__nor4_4 1, sky130_fd_sc_hd__xor2_1 6, sky130_fd_sc_hd__nand3_2 1
sky130_fd_sc_hd__nand4_1 4, sky130_fd_sc_hd__nand2b_1 2, sky130_fd_sc_hd__dfxtp_1 26, sky130_fd_sc_hd__nand3b_1 3, sky130_fd_sc_hd__or4_4 1, sky130_fd_sc_hd__nor4b_1 2, sky130_fd_sc_hd__nor4_1 1, sky130_fd_sc_hd__nand3_1 6
sky130_fd_sc_hd__a21oi_2 1, sky130_fd_sc_hd__o31ai_1 1, sky130_fd_sc_hd__nor3_4 1, sky130_fd_sc_hd__or2_2 1, sky130_fd_sc_hd__nor2b_1 1, sky130_fd_sc_hd__nor4b_2 1, sky130_fd_sc_hd__nor3b_1 1, sky130_fd_sc_hd__edfxtp_1 1
sky130_fd_sc_hd__nand4_2 2
==> cell families (layout without fill, tap and decap cells) <==
group           count (synthesis)  count (layout)
buf+inv                         8              13
flops                          27              27
compound gates                  5               5
mux                             2               2
fa+ha+maj                       2               2
simple gates                   58              58
xor+xnor                       18              18
==> power by group <==
part,total [uW],internal (uW),switching (uW)
logic,0.000230,0,0
registers,263,263,0
clock network,149,68.1,81.2
total,413,331,81.2
==> routing by layer <==
metal / share of wire [%] / global-route usage [%] / vias to the layer above
li1: - / - / 423
met2: 38 / 3.77 / 9
met4: 1.0 / 0.298 / 0
met1: 56 / 4.27 / 362
met3: 4.5 / 1.03 / 2
met5: 0 / 0 / -
==> final cells by class <==
class / count / area (sq um) / share of cell area (%)
Clock buffer: 3 / 41.3 / 2.89
Tap cell: 136 / 170 / 11.9
Inverter: 7 / 26.3 / 1.84
Clock inverter: 1 / 5.00 / 0.351
Timing Repair Buffer: 2 / 17.5 / 1.23
Multi-Input combinational cell: 85 / 616 / 43.2
Sequential cell: 27 / 551 / 38.6
==> cell usage in the layout (no fill, tap or decap), drive strengths merged, types with 2 or more instances in the layout <==
cell type,netlist,routed
nor4b,3,3
nand3,7,7
nand2b,2,2
nor4,2,2
nor2,14,14
mux2i,2,2
nand3b,3,3
clkbuf,0,3
nand2,8,8
o21ai,3,3
and3,4,4
xnor2,12,12
nor3,2,2
nand4,7,7
dfxtp,26,26
inv,7,7
ha,2,2
xor2,6,6
Power and IR drop assume default switching activity.
