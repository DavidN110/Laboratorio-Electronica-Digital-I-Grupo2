### flow/design.v
module ContadorConTrigger(
    input wire clk,          
    output reg trigger       
);
reg [19:0] contador1 = 0;    
parameter limite = 19'd275;  
always @(posedge clk) begin
    if (contador1 < limite) begin
        contador1 <= contador1 + 1;
        trigger <= 1;
    end else begin
        contador1 = 0;
        trigger = 0;
    end
end
endmodule
module ContadorConEcho(
    input wire clk,            
    input wire echo,           
    output reg [19:0] contador2  
);
always @(posedge clk) 
    begin
		if(echo==1)
			begin
				contador2=contador2+1;  
			end
		else
			begin 
				contador2=0;
			end
	end
endmodule
module ControlLed(
    input clk,
    input wire [19:0] contador2,  
    output reg led1,   
    output reg led2, 
    output reg led3   
);
parameter L1=20'd70000; 
parameter L1m=20'd50000;  
parameter L2=20'd50000;   
parameter L2m=20'd30000;
parameter L3=20'd30000;  
parameter L3m=20'd3000;  
always @(contador2) 
	begin
		if (contador2>L1m && contador2<L1)
			begin
				led1 <= 1;
				led2 <= 1;
				led3 <= 1;  
			end
		else if (contador2>L2m && contador2<L2)
			begin
				led1 <= 0;
				led2 <= 0;
				led3 <= 1;  
			end
		else if (contador2>L3m && contador2<L3)
			begin
				led1 <= 0;
				led2 <= 1;
				led3 <= 0;  
			end
	end
endmodule
module Sonido(
  input clk,
  input echo,
  output trig,
  output led1,
  output led2,
  output led3
);
  wire [19:0] s0;
  ContadorConTrigger ContadorConTrigger_i0 (
    .clk( clk ),
    .trigger( trig )
  );
  ContadorConEcho ContadorConEcho_i1 (
    .clk( clk ),
    .echo( echo ),
    .contador2( s0 )
  );
  ControlLed ControlLed_i2 (
    .clk( clk ),
    .contador2( s0 ),
    .led1( led1 ),
    .led2( led2 ),
    .led3( led3 )
  );
endmodule
### flow/run.sh
#!/bin/bash
# OpenROAD 26Q1-2900-gdf79404cd8, Yosys 0.63+post, stock flow scripts
make -C /OpenROAD-flow-scripts/flow DESIGN_CONFIG=/design/flow/config.mk WORK_HOME=/design/flow/orfs finish
### flow/config.mk
export PLATFORM = sky130hd
export DESIGN_NAME = Sonido
export DESIGN_NICKNAME = Sonido
export VERILOG_FILES = /design/flow/design.v
export SDC_FILE = /design/flow/constraint.sdc
export NUM_CORES = 4
export LEC_CHECK = 1
export CORE_UTILIZATION = 30
### flow/constraint.sdc
current_design Sonido

set clk_period 3.8
set clk_io_pct 0.2

create_clock -name clk0 -period $clk_period [get_ports {clk}]

set non_clock_inputs [all_inputs -no_clocks]
set_input_delay [expr $clk_period * $clk_io_pct] -clock clk0 $non_clock_inputs
set_output_delay [expr $clk_period * $clk_io_pct] -clock clk0 [all_outputs]
==> results_slide.txt <==
Key Metrics from the Run

Synthesis
  – Netlist Area Pre-Place: between 0.0015 and 0.002 mm2
  – Biggest area consumer among synthesized cells: dfxtp_1
  – MUX area fraction: 0%
  – Syn Area/Cell: about 9.4 um2
  – Biggest area cells: dfxtp_1, xnor2_1, and2_1
  – Synthesized flop and latch total: 44
  – Synth warn: 3
  – Syn Inst Count: between 200 and 250
  – Share of the synthesized area in the top cell type: a little over two fifths
  – Most common reg cell: dfxtp_1
  – Aoi share: just under 9%
  – Ys cells: ~200
  – Simple-gate share of the synthesized area: between 20 and 30%
  – EDFF count, synth: 0
  – Top comb family, area: simple AND/OR/NAND/NOR gates
  – Ys async rst share: 0%
  – Cell Type Count: ~45
  – Post-Synth Adder-Cell Area: 1.995%
  – Xor+xnor area frac: under 10%
  – Area reported by Yosys stat: about 0.0019 mm2

Pwr
  – PwrDens: roughly 380 mW/mm2
  – Psw: between 0.15 and 0.2 mW
  – Power Internal: 0.6577 mW
  – Sw Share: about a fifth
  – Clk pwr share: a little over two fifths
  – Total power: roughly 0.8 mW
  – Comb pwr share: under 10%
  – Max rail drop VDD: about 200 uV
  – Leak: 0.7643 nW
  – Sequential power share: 54.4%

Detailed routing
  – Vias per cell: approximately 4.6
  – Wire per inst: roughly 11 um
  – Initial DRC Count: 33
  – Drt drc: 0
  – First-pass detailed-route iteration total: 4
  – Vias: roughly 1,300
  – Number of diodes: 0
  – Post-Route WL: a little over 3000 um
  – Routed Antenna Nets: 0

Global routing
  – Total grt overflow: 0
  – Vias in the first global route: about 1,100
  – First-pass GRT wire length: ~5200 um
  – Initial antenna violation count: 0
  – Largest net degree at the start of global routing: 21
  – Total track usage: 10.18%

Clocking
  – CTS root buf: clkbuf_8
  – H-tree depth: 2
  – CTS tree: yes
  – Clock transition at path regs: around 0.080 ns
  – Clk latency late pin: approximately 0.29 ns
  – Hold-fix buffers, CTS: 0
  – CTS Buffer Depth: 2
  – Num CTS Buffers: 5
  – Setup repair bufs after CTS: 0
  – Gates resized, CTS repair: 0

Finish
  – Most frequent cells in the layout: dfxtp_1, nor2_1, and2_1
  – Area grow syn2layout: 13.63%
  – Most numerous logic cell after layout: dfxtp_1
  – Share of cells above drive strength 1: 7.907%
  – # fillers: 589
  – Core Util, Final: a little over a third
  – Fin area: between 0.002 and 0.0025 mm2
  – Non-filler cells, final: between 200 and 300

STA
  – Fin. Hold Viols: 0
  – Relative slew slack: a little under two thirds
  – Fmax: 0.5010 GHz
  – Skew final: 0.005994 ns
  – Hold WS: ~0.45 ns
  – Final setup margin: about 1.8 ns
  – Min cycle time layout: about 2 ns
  – Cycle use final: ~53%
  – Setup TNS: 0 ns
  – Setup violations, final: 0
  – RSZ-0062 raised after global routing: false
  – Number of unconstrained endpoints: 6
  – Slew Viols, Final: 0
  – Tightest Pin Transition: between 0.5 and 0.6 ns
  – Register pins left without a clock: 3

Run
  – Tool Warnings: 26
  – Number of max-cap violations: 0

Placement
  – Pre-CTS setup slack: 1.825 ns
  – GP Congestion: 0.7975
  – Cells after DPL: ~280
  – DP HPWL: approximately 2200 um
  – Area post-placement: 0.002018 mm2
  – Port Buffers: 5

Floorplanning
  – Top-level port count: 6
  – Chip width: slightly above 80 um
  – Die Span Y: 81.20 um
  – FP Util: a little under a third
  – Chip Area: 0.006593 mm2
  – Core Rows: 28
  – Core box area: 0.005991 mm2

Setup path
  – Worst EP arrival: 2.18 ns
  – CP Capture Type: register
  – Worst Path Required: 3.99 ns
  – Kind of critical path: reg -> reg
  – Startpoint Class: register
  – CP max FO: 10

Run status
  – Status: finished, final reports clean

Min path
  – Hold Crit Class: reg -> reg
[cells by family after synthesis]
logic type | count (synthesis)
AND/OR/NAND/NOR | 94
flip-flops | 41
AND-OR/OR-AND | 23
XOR/XNOR | 21
buffers and inverters | 15
adder cells (fa/ha/maj) | 3
latches | 3
other | 1
[cell type report]
cell class / count / area [um2] / area share [%]
multi-input combinational: 152 / 985.9 / 46.11
sequential: 44 / 865.8 / 40.49
tap: 75 / 93.84 / 4.389
clock buffer: 6 / 82.58 / 3.862
timing repair buffer: 5 / 50.05 / 2.341
clock inverter: 2 / 37.54 / 1.755
inverter: 6 / 22.52 / 1.053
[synthesized netlist by cell type (2+ instances only)]
library cell / number
or3_1: 4
a21boi_0: 4
o21a_1: 3
clkbuf_1: 2
xor2_1: 7
inv_1: 5
ha_1: 3
nor2_1: 16
nor3_1: 3
buf_2: 6
and2_1: 15
nand4_1: 7
a21oi_1: 2
or4_1: 2
nand2_1: 13
nor4b_1: 2
nor2b_1: 2
o21ai_0: 7
nand3_1: 10
dfxtp_1: 41
nor4_2: 2
xnor2_1: 14
dlxtn_1: 3
nor4_1: 3
and3_1: 4
nand2b_1: 2
[worst max-delay path: stages (launching register included)]
cell	delay (ns)
dfxtp_1	0.55
nand4_1	0.19
nor4_2	0.47
or3b_1	0.41
xnor2_1	0.12
and2_1	0.15
[metal layers]
layer  GRT usage (%)  vias up  wire length, um
met2           13.28       26             1199
li1                -      712                -
met3           2.052        5              131
met5               0        -                0
met4           1.429        0               31
met1           17.39      589             1736
[flip-flops by register name, indices dropped and copies added (netlist names)]
signal and cells:
ContadorConEcho_i1.contador2 20, ContadorConTrigger_i0.contador1 20, ContadorConTrigger_i0.trigger 1, ControlLed_i2.led1 1, ControlLed_i2.led2 1, ControlLed_i2.led3 1
[path summary, 6_finish.rpt]
path | start | to | slack [ns] | depth (start not counted)
setup / recovery | ContadorConEcho_i1.contador2[10] | ContadorConEcho_i1.contador2[19] | 1.80 | 5
hold / removal | ContadorConTrigger_i0.contador1[0] | ContadorConTrigger_i0.contador1[0] | 0.45 | 1
setup reg to reg | ContadorConEcho_i1.contador2[10] | ContadorConEcho_i1.contador2[19] | 1.80 | 5
hold reg to reg | ContadorConTrigger_i0.contador1[0] | ContadorConTrigger_i0.contador1[0] | 0.45 | 1
[power by group through the flow]
stage     Sequential (mW)  Combinational (mW)  Clock, mW
6_report            0.443              0.0130      0.359
4_1_cts             0.443              0.0135      0.369
5_1_grt             0.444              0.0162      0.389
Power and IR drop assume default switching activity.
