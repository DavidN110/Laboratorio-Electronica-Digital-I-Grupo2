$ cat /design/flow/config.mk
export PLATFORM = sky130hd
export DESIGN_NAME = top
export DESIGN_NICKNAME = top
export VERILOG_FILES = /design/flow/design.v
export SDC_FILE = /design/flow/constraint.sdc
export NUM_CORES = 4
export LEC_CHECK = 1
export CORE_AREA = 10 10 103 103
export DIE_AREA = 0 0 113 113
$ cat /design/flow/constraint.sdc
current_design top

set clk_period 3.4
set clk_io_pct 0.2

create_clock -name clk0 -period $clk_period [get_ports {clk}]

set non_clock_inputs [all_inputs -no_clocks]
set_input_delay [expr $clk_period * $clk_io_pct] -clock clk0 $non_clock_inputs
set_output_delay [expr $clk_period * $clk_io_pct] -clock clk0 [all_outputs]
$ cat /design/flow/design.v
module contador(
    input  clk_in,
    output reg [23:0] count = 0
);
parameter SIZE = 24; 
parameter LIMIT = 24'd10000000;  
always@(posedge clk_in)
begin
  if(count == LIMIT)
  begin
    count <= 0;
  end
  else
  begin
    count <= count + 1;
  end
end    
endmodule
module duty(
	input clk_in,
	input switch,
	output reg [23:0] duty=24'd0
);
always@(posedge clk_in)
begin
  if(switch == 1'b0)
  begin
    duty <= 24'd25000;  
  end
  else
  begin
    duty <=24'd120020;   
  end
end    
endmodule
module top (
    input  clk, input switch,
    output reg pwm=1'b0
 );
wire [23:0]cable1;
wire [23:0]cable2;
contador contador1(.clk_in(clk), .count(cable1));
duty duty1(.clk_in(clk), .switch(switch), .duty(cable2));
always@(posedge clk)  
begin
if (cable1 < cable2)
	pwm <= 1'b1;
else
	pwm <= 1'b0;
end
endmodule
$ cat /design/flow/run.sh
#!/bin/bash
# OpenROAD 26Q1-2900-gdf79404cd8, Yosys 0.63+post, stock flow scripts
make -C /OpenROAD-flow-scripts/flow DESIGN_CONFIG=/design/flow/config.mk WORK_HOME=/design/flow/orfs finish
==> results_tabular.tex <==
% Table of physical implementation metrics
\begin{tabular}{lr}
\hline
Metric & Value \\
\hline
\multicolumn{2}{l}{\textbf{Status}} \\
Result of the run & finished, final reports clean \\
\multicolumn{2}{l}{\textbf{Clocking}} \\
Clock tree root driver cell & sky130\_fd\_sc\_hd\_\_clkbuf\_8 \\
Cts bufs inserted & 3 \\
Post-cts repair resize count & 0 \\
H-tree depth & 1 \\
Clock-pin slew on the worst setup and hold paths & around 0.09 ns \\
Number of buffers inserted to repair setup after CTS & 0 \\
Clock Path Buffers & 2 \\
Hold buffer count at cts & 0 \\
Sinks on the clock net & 28 \\
CTS tree & yes \\
Skew-Pair Late Insertion Delay & 0.27 ns \\
\multicolumn{2}{l}{\textbf{Routing}} \\
Number of nets with antenna violations after detailed routing & 0 \\
Vias per cell & 3.98 \\
Ant diodes & 0 \\
Count of vias placed by the detailed router & 1034 \\
Drt drc & 0 \\
Initial drt markers & 33 \\
Total routed wirelength & 2.59 mm \\
Average wire per standard cell & 9.95 um \\
Iteration count of the initial detailed-routing pass & 4 \\
\multicolumn{2}{l}{\textbf{Run}} \\
Max-cap violations & 0 \\
Number of warnings in the stage logs & 26 \\
\multicolumn{2}{l}{\textbf{Yosys}} \\
Area share of fa/ha/maj cells after synthesis & 12.1\% \\
Cell type contributing the most total cell area after synthesis & sky130\_fd\_sc\_hd\_\_dfxtp\_1 \\
Yosys-reported design area after synthesis & 1440 um\^{}2 \\
Mux frac, synth & less than 1\% \\
Most common cell in the netlist & sky130\_fd\_sc\_hd\_\_dfxtp\_1 \\
Largest cells by area & sky130\_fd\_sc\_hd\_\_dfxtp\_1, sky130\_fd\_sc\_hd\_\_ha\_1, sky130\_fd\_sc\_hd\_\_xnor2\_1, sky130\_fd\_sc\_hd\_\_nand4\_1, sky130\_fd\_sc\_hd\_\_xor2\_1 \\
Cell Type Count & 34 \\
Synthesized instance count & roughly 150 \\
Synthesized area per cell & 9.49 um\^{}2 \\
Share of synthesized registers carrying an async set or reset & 0\% \\
Fraction of the mapped netlist area in compound gates & between 5 and 6\% \\
Post-synthesis share of cell area spent on xor and xnor gates & 11.5\% \\
Most used DFF post-synth & sky130\_fd\_sc\_hd\_\_dfxtp\_1 \\
Yosys synthesis warning count & 3 \\
Post-synth tally of flip-flops with integrated enable & 0 \\
Post-synth regs & 28 \\
Synthesized area & 1440 um\^{}2 \\
Number of standard cells reported by yosys & roughly 150 \\
Largest type area fraction & 38.9\% \\
Main logic family & simple AND/OR/NAND/NOR gates \\
Synth Area in Simple Gates & 27.8\% \\
Leading post-synthesis cells by instance count & sky130\_fd\_sc\_hd\_\_dfxtp\_1, sky130\_fd\_sc\_hd\_\_ha\_1, sky130\_fd\_sc\_hd\_\_nor2\_1 \\
Fraction of the yosys area taken by sequential cells & 38.9\% \\
\multicolumn{2}{l}{\textbf{Power and ir drop}} \\
Leakage power total & 0.600 nW \\
Sequential fraction of design power & roughly three fifths \\
VDD IR max & 137 uV \\
Relative contribution of the clock network to total power & 37.0\% \\
Switching portion of total power & 19.4\% \\
Net switching power figure & 106 uW \\
Logic gate share of total power & 2.3\% \\
Power density normalized to cell area & 335 nW/um\^{}2 \\
Cell Int Power & between 400 and 500 uW \\
\multicolumn{2}{l}{\textbf{Final timing}} \\
Highest achievable clock rate & 563 MHz \\
Final number of hold-violating endpoints & 0 \\
Setup Total Neg Slack & 0 ns \\
Part of the cycle the worst path needs & 52.2\% \\
Final setup vio count & 0 \\
Min cycle time layout & 1.78 ns \\
Minimum setup slack in the final design & 1.62 ns \\
Worst hold slack & 0.487 ns \\
Final Max Tran Viols & 0 \\
Unrepaired setup endpoints after global routing & false \\
Setup skew after layout & $\sim$0.007 ns \\
\multicolumn{2}{l}{\textbf{Cells and area}} \\
Area growth from synthesis to final layout & 12.7\% \\
Final instance area & $\sim$1600 um\^{}2 \\
Ratio of cells with drive above 1 in the final layout & under 10\% \\
End-of-flow core utilization & 19.6\% \\
\multicolumn{2}{l}{\textbf{Setup path}} \\
Worst Setup Path Type & register to register \\
Category of the worst setup path capture point & register \\
Worst Path Arrival & 1.98 ns \\
List of cells traversed by the critical path & ha\_1 -> and4\_1 -> and4\_1 -> nand2\_2 -> nor3\_1 -> mux2i\_1 \\
Type of element launching the critical path & register \\
Most used cell, CP & sky130\_fd\_sc\_hd\_\_and4\_1 \\
Worst endpoint required time & 3.61 ns \\
Biggest fanout along the worst timing path & 6 \\
Number of buffer and inverter stages on the critical path & 0 \\
Worst stage delay on the critical path & 0.40 ns \\
Slowest stage cell on the critical path & sky130\_fd\_sc\_hd\_\_dfxtp\_1 \\
Top delay family on crit path & simple AND/OR/NAND/NOR gates \\
\multicolumn{2}{l}{\textbf{GRT}} \\
Most heavily used metal layer in global routing & met2 \\
Global-route wire length before repair & 4.59 mm \\
Vias in the first global route & 1002 \\
Global-route track usage on met2 & 6.53\% \\
Global router's overall resource usage & 4.08\% \\
Initial antenna violation count & 0 \\
Pin count of the biggest net entering global routing & 16 \\
Global-route track usage on met1 & 5.85\% \\
Met3 Resource Use GR & 0.534\% \\
Overall overflow remaining after global route & 0 \\
\multicolumn{2}{l}{\textbf{Floorplan}} \\
DIE WIDTH & around 110 um \\
Floorplan Utilization & 17.4\% \\
Core Area & 8300 um\^{}2 \\
Vertical extent of the die & about 110 um \\
Total number of placement rows & 33 \\
Total die size & 12800 um\^{}2 \\
Number of top-level pins & 3 \\
\multicolumn{2}{l}{\textbf{Hold path}} \\
Min-Delay Path Class & register to register \\
\multicolumn{2}{l}{\textbf{Placement}} \\
Setup Slack @ Placement & 1.64 ns \\
I/O Buffers & 2 \\
GPL Wtd Cong & 0.807 \\
Area post-placement & 1570 um\^{}2 \\
Placed wire-length estimate after detailed placement & 1.93 mm \\
\hline
\end{tabular}
## path summary, 6_finish.rpt
path | slack [ns] | endpoint | cells after the start | start
hold / removal | 0.49 | contador1.count[0] | 1 | contador1.count[0]
setup reg to reg | 1.62 | contador1.count[20] | 6 | contador1.count[0]
hold reg to reg | 0.49 | contador1.count[0] | 1 | contador1.count[0]
setup / recovery | 1.62 | contador1.count[20] | 6 | contador1.count[0]
## power groups by stage
stage / combinational (mW) / clock (mW) / sequential, mW
after CTS: 0.0129 / 0.209 / 0.330
after global routing: 0.0150 / 0.221 / 0.331
final: 0.0127 / 0.201 / 0.330
## cell families after synthesis
group                    after synthesis
multiplexers                           1
XOR/XNOR                              19
buffers and inverters                  9
AND-OR/OR-AND                         13
adder cells (fa/ha/maj)               14
flip-flops                            28
AND/OR/NAND/NOR                       67
other                                  1
## registers in the layout, indices dropped and copies added (netlist names)
| signal | count |
|---|---|
| duty1.duty | 3 |
| contador1.count | 24 |
| pwm | 1 |
## cells in the final DEF, fill, tap and decap left out, types with 2 or more instances in the layout
| master | n |
|---|---|
| sky130_fd_sc_hd__a21oi_1 | 5 |
| sky130_fd_sc_hd__and4_1 | 5 |
| sky130_fd_sc_hd__clkbuf_8 | 4 |
| sky130_fd_sc_hd__clkdlybuf4s50_1 | 2 |
| sky130_fd_sc_hd__dfxtp_1 | 28 |
| sky130_fd_sc_hd__ha_1 | 14 |
| sky130_fd_sc_hd__inv_1 | 6 |
| sky130_fd_sc_hd__nand2_1 | 11 |
| sky130_fd_sc_hd__nand3_1 | 6 |
| sky130_fd_sc_hd__nand3b_1 | 2 |
| sky130_fd_sc_hd__nand4_1 | 13 |
| sky130_fd_sc_hd__nor2_1 | 14 |
| sky130_fd_sc_hd__nor3_1 | 3 |
| sky130_fd_sc_hd__nor4_1 | 2 |
| sky130_fd_sc_hd__nor4b_1 | 3 |
| sky130_fd_sc_hd__o21ai_0 | 2 |
| sky130_fd_sc_hd__o21ai_1 | 2 |
| sky130_fd_sc_hd__xnor2_1 | 12 |
| sky130_fd_sc_hd__xor2_1 | 7 |
## per-layer routing
layer,vias up,wire [um]
met5,-,0
met4,0,18
met3,2,35
met2,1,1140
met1,480,1390
li1,551,-
## through the flow
| step | total power, mW | instances |
|---|---|---|
| after floorplan | 0.346 | 152 |
| after global placement | 0.350 | 256 |
| after detailed placement | 0.351 | 256 |
| after CTS | 0.552 | 260 |
| after global routing | 0.567 | 260 |
| final | 0.544 | 260 |
## cell type report
class | count | area [um^2]
clock buffers | 4 | 55.1
fillers | 917 | 6670
repair buffers | 2 | 20.0
well taps | 105 | 131
multi-input cells | 115 | 836
inverters | 6 | 22.5
flip-flops and latches | 28 | 561
Power figures rest on the tool's default switching activity, not on a simulated workload.
